### run.sh
#!/bin/bash
# OpenROAD 26Q1-2900-gdf79404cd8, Yosys 0.63+post, stock flow scripts
make -C /OpenROAD-flow-scripts/flow DESIGN_CONFIG=/design/flow/config.mk WORK_HOME=/design/flow/orfs finish
### config.mk
export PLATFORM = sky130hd
export DESIGN_NAME = fetch
export DESIGN_NICKNAME = fetch
export VERILOG_FILES = /design/flow/design.v
export SDC_FILE = /design/flow/constraint.sdc
export NUM_CORES = 4
export LEC_CHECK = 1
export CORE_UTILIZATION = 50
export SYNTH_MEMORY_MAX_BITS = 65536
### constraint.sdc
current_design fetch

set clk_period 14.2
set clk_io_pct 0.2

create_clock -name clk0 -period $clk_period [get_ports {clk}]

set non_clock_inputs [all_inputs -no_clocks]
set_input_delay [expr $clk_period * $clk_io_pct] -clock clk0 $non_clock_inputs
set_output_delay [expr $clk_period * $clk_io_pct] -clock clk0 [all_outputs]
### design.v
module fetch(clk,PC,icode,ifun,rA,rB,valC,valP,instr_valid,imem_error, instruction);
input clk;
input [63:0] PC;
output reg [3:0] icode, ifun, rA, rB;
output reg [63:0] valC, valP;
output reg instr_valid, imem_error;
initial begin
    imem[0] = 8'b00110000;  
    imem[1] = 8'b11100000;  
    imem[2] = 8'b00000000;
    imem[3] = 8'b00000000;
    imem[4] = 8'b00000000;
    imem[5] = 8'b00000000;
    imem[6] = 8'b00000000;
    imem[7] = 8'b00000000;
    imem[8] = 8'b00000000;
    imem[9] = 8'b00000000;  
    imem[10] = 8'b00110000;  
    imem[11] = 8'b11100011;  
    imem[12] = 8'b00000000;
    imem[13] = 8'b00000000;
    imem[14] = 8'b00000000;
    imem[15] = 8'b00000000;
    imem[16] = 8'b00000000;
    imem[17] = 8'b00000000;
    imem[18] = 8'b00000000;
    imem[19] = 8'b00010001;  
    imem[20] = 8'b00100000;  
    imem[21] = 8'b00000110;  
    imem[22] = 8'b00100000;  
    imem[23] = 8'b00110000;  
    imem[24] = 8'b00100000;  
    imem[25] = 8'b01100000;  
end
reg [7:0] imem[0:1023];
output reg [0:79] instruction;
always@(posedge clk)
begin
    imem_error = PC>1024 ? 1 : 0;
    instruction = {imem[PC],imem[PC+1],imem[PC+2],imem[PC+3],imem[PC+4],
    imem[PC+5],imem[PC+6],imem[PC+7],imem[PC+8],imem[PC+9]};
    icode= instruction[0:3];
    ifun= instruction[4:7];
    instr_valid = 1'b0;
    case(icode)
        4'b0001: begin
          valP = PC + 64'd1;
            instr_valid = 1'b1;
        end
        4'b0010: begin
            rA=instruction[8:11];
            rB=instruction[12:15];
            valP=PC+64'd2;
            instr_valid = 1'b1;
        end
        4'b0011: begin
            rA=instruction[8:11];
            rB=instruction[12:15];
            valC=instruction[16:79];
            valP=PC+64'd10;
            instr_valid = 1'b1;
        end
        4'b0100: begin
            rA=instruction[8:11];
            rB=instruction[12:15];
            valC=instruction[16:79];
            valP=PC+64'd10;
            instr_valid = 1'b1;
        end
        4'b0101: begin
            rA=instruction[8:11];
            rB=instruction[12:15];
            valC=instruction[16:79];
            valP=PC+64'd10;
            instr_valid = 1'b1;
        end
        4'b0110: begin
            rA = instruction[8:11];
            rB = instruction[12:15];
            valP = PC + 64'd2;
            instr_valid = 1'b1;
        end
        4'b0111: begin
            valC=instruction[8:71];
            valP=PC+64'd9;
            instr_valid = 1'b1;
        end
        4'b1000: begin
            valC=instruction[8:71];
            valP=PC+64'd9;
            instr_valid = 1'b1;
        end
        4'b1001: begin
            valP=PC+64'd1;
            instr_valid = 1'b1;
        end
        4'b1010: begin
            rA=instruction[8:11];
            rB=instruction[12:15];
            valP=PC+64'd2;
            instr_valid = 1'b1;
        end
        4'b1011: begin
            rA=instruction[8:11];
            rB=instruction[12:15];
            valP=PC+64'd2;
            instr_valid = 1'b1;
        end
    endcase
end
endmodule
==> qor.yml <==
yosysTopAreaCell: "edfxtp_1"
drc_errors: 0
synthCells: 888
ys_cells: 888
arrival_ps: 7220
yosys_warnings: 1
num_vias: 7666
io-pin-count: 291
clock-sinks: 199
regArea_mm2: 0.00526
hp-class: "input pin to flip-flop"
logic_area_mm2: 0.00392
gp_congestion: 0.952
core_region_area_mm2: 0.0188
wl_mm: 26.8
crit_family: "buffers and inverters"
clkTransAtPathRegs_ps: 80
dr_wl_met2_mm: 11.5
worstMarginPinSlew_ps: 824
outcome: "finished clean"
async_flop_share_pct: 0
die_h_um: 140
root_buffer: "clkbuf_16"
drtIter0Drc: 449
postLayoutCellArea_mm2: 0.0131
postCtsHoldBufs: 0
power.density_mw_per_mm2: 117
tool_warnings: 42
drt_first_pass_iters: 5
critPathLaunchType: "input pin"
dr_wl_met3_mm: 3.14
numPortBuffers: 270
rsz0062_at_grt: "no"
power_w: 0.00154
cpMaxStageDelayCell: "clkdlybuf4s50_1"
peakVddDrop_mv: 0.0882
synth_area_mm2: 0.00959
cts_resized: 0
max_freq_ghz: 0.142
maxCapViolCount: 0
initial_core_util_pct: 51.1
die_area_mm2: 0.0197
tritoncts: "built"
via_per_inst: 5.49
edf_count: 127
topCellsByArea: "edfxtp_1, dfxtp_1, xor2_1"
rows: 50
ys_ff: 199
critPathBufInv: 4
period_needed_ps: 7030
h-tree-depth: 4
p_leak_nw: 5.04
topRoutingLayerUsed: "met4"
common_cells: "edfxtp_1, nand2_1, dfxtp_1"
layout-drive-gt1-share_pct: 7.23
ant_nets: 0
grt_pass1_vias: 7184
avgSynthCellArea_um2: 10.8
fin_setup_tns_ps: 0
cp_slowest_stage_delay_ps: 760
drt-wirelength-per-cell_um: 19.2
synthFlopType: "edfxtp_1"
track_usage_pct: 29.4
cp.required_ps: 14390
ys_seq_share_pct: 54.8
fill_cells: 1404
yosysChipArea_mm2: 0.00959
drv_slew: 0
finalCoreUtilization_pct: 69.7
top_area_share_pct: 39.8
hold_viol_final: 0
hp-start: "PC[4]"
yosysMostFrequentCell: "edfxtp_1"
clockBufferDepth: 2
met1Wirelength_mm: 11.6
grt-ovfl-total: 0
setup.worst_path.start: "PC[2]"
crit_chain: "clkdlybuf4s50_1 > inv_1 > ha_1 > nor2b_1 > nor3_1 > a21oi_1 > inv_1 > nor2_1 > o21ai_0 > ha_1 > a31oi_1 > nor3_1 > mux2i_2 > buf_4 > or3b_1 > xnor2_1"
numCtsBuffers: 17
cp_max_fo: 25
grt_first_pass_wirelength_mm: 41.3
synthToLayoutAreaGrowth_pct: 36.5
antenna_found_initial: 0
fin_crit_sh_pct: 49.5
route.antenna.diode_count: 0
finalSetupViolations: 0
grt_max_degree: 63
relSlewSlack_pct: 44.6
post_cts_buffers: 0
crit_type: "input pin to flip-flop"
critPathCaptureType: "flip-flop"
dpl-instance-area_mm2: 0.0124
synth_cell_types: 56
dp_hpwl_mm: 19.6
hold_ws_ps: 3020
die_w_um: 140
[power by group]
part | leakage [nW] | internal, W | switching (W)
sequential | 1.77 | 0.000705 | 0.0000220
combinational | 2.96 | 0.000177 | 0.000123
clock | 0.311 | 0.000250 | 0.000260
total | 5.04 | 0.00113 | 0.000405
[kinds of logic (layout without fill, tap and decap cells)]
group | Yosys count | in the layout | share of synthesized area (%)
AOI/OAI and AO/OA | 105 | 105 | 6.79
muxes | 46 | 46 | 5.04
buffers and inverters | 106 | 361 | 5.31
adders and majority gates | 25 | 25 | 3.24
other | 1 | 20 | 0.0391
DFF | 199 | 199 | 54.8
and+or+nand+nor | 322 | 322 | 17.1
xor gates and xnor gates | 84 | 84 | 7.68
[layout by cell type, fill, tap and decap left out, types with 8 or more instances in the layout]
master	count
nor4_1	23
nand4_1	17
dfxtp_1	72
nor2_1	64
ha_1	24
and3_1	10
a31oi_1	8
nand3_1	32
mux2_2	18
nor3_1	29
xor2_1	49
edfxtp_1	127
mux2i_1	26
nand2b_1	12
buf_4	14
a21oi_1	24
xnor2_1	35
nor4_2	8
clkbuf_16	17
clkdlybuf4s50_1	269
nand2_1	89
inv_1	44
conb_1	20
o21ai_0	43
[registers in the layout (all words and copies together), names as in the netlist, 2 cells and up]
signal and flops:
icode 3, ifun 2, instruction 65, rA 4
rB 3, valC 56, valP 64
[stage by stage]
stage / instances / setup slack, ps
floorplan: 907 / 6750
global placement: 1364 / 6900
detailed placement: 1364 / 6800
CTS: 1396 / 7250
global route: 1396 / 6710
finish: 1396 / 7170
[layer usage]
| metal | GRT usage (%) | vias up |
|---|---|---|
| met1 | 47.8 | 3541 |
| li1 | - | 3634 |
| met5 | 0 | - |
| met2 | 41.2 | 450 |
| met3 | 10.4 | 41 |
| met4 | 5.26 | 0 |
[path summary, 6_finish.rpt]
kind | endpoint | slack, ps | cells after the start
hold / removal | instruction[0] | 3020 | 3
setup / recovery | valP[22] | 7170 | 16
[layout make-up]
cell class / instances / share of cell area [%]
Sequential cell: 199 / 40.2
Multi-Input combinational cell: 602 / 29.9
Timing Repair Buffer: 284 / 21.4
Clock buffer: 17 / 3.25
Tap cell: 234 / 2.24
Clock inverter: 15 / 1.72
Inverter: 45 / 1.29
No activity file was given, so power comes from the tool's default toggle rates.
