==> design.v <==
module memoryReg(clk,e_icode,e_rA,e_rB,e_valC,e_valP,e_valA,e_valB,e_cnd,e_valE,m_icode,m_rA,m_rB,m_valC,m_valP,m_valA,m_valB,m_cnd,m_valE);
input clk,e_cnd;
input [3:0] e_icode,e_rA,e_rB;
input [63:0] e_valC,e_valP,e_valA,e_valB,e_valE;
output reg m_cnd;
output reg [3:0] m_icode,m_rA,m_rB;
output reg [63:0] m_valC,m_valP,m_valA,m_valB,m_valE;
always @(posedge clk) begin
    m_icode <= e_icode;
    m_rA <= e_rA;
    m_rB <= e_rB;
    m_valC <= e_valC;
    m_valP <= e_valP;
    m_valA <= e_valA;
    m_valB <= e_valB;
    m_valE <= e_valE;
    m_cnd <= e_cnd;
end
endmodule
==> run.sh <==
#!/bin/bash
# OpenROAD 26Q1-2900-gdf79404cd8, Yosys 0.63+post, stock flow scripts
make -C /OpenROAD-flow-scripts/flow DESIGN_CONFIG=/design/flow/config.mk WORK_HOME=/design/flow/orfs finish
==> config.mk <==
export PLATFORM = sky130hd
export DESIGN_NAME = memoryReg
export DESIGN_NICKNAME = memoryReg
export VERILOG_FILES = /design/flow/design.v
export SDC_FILE = /design/flow/constraint.sdc
export NUM_CORES = 4
export LEC_CHECK = 1
export CORE_AREA = 10 10 269 269
export DIE_AREA = 0 0 279 279
==> constraint.sdc <==
current_design memoryReg

set clk_period 1.0
set clk_io_pct 0.2

create_clock -name clk0 -period $clk_period [get_ports {clk}]

set non_clock_inputs [all_inputs -no_clocks]
set_input_delay [expr $clk_period * $clk_io_pct] -clock clk0 $non_clock_inputs
set_output_delay [expr $clk_period * $clk_io_pct] -clock clk0 [all_outputs]
==> reports/metrics.csv <==
stage,metric,value,unit
run_status,outcome,finished with violations,
run_status,failing checks,negative setup slack,
final_timing,Final setup violation count,333,
global_routing,initial antenna violation count,4,
min_path,Hold Crit Start,e_valC[57],
global_routing,GRT overflow,0,
final_timing,unrepaired setup endpoints after global routing,true,
yosys,Post-synth regs,333,
route,drt total wl,31820,µm
setup_path,arrival time worst endpoint,0.99,ns
yosys,ys cells,333,
placed_design,pre-CTS worst setup slack,-0.09718,ns
global_routing,largest net degree at the start of global routing,14,
final_timing,Period minus WS final,1.189,ns
yosys,register share after synthesis,100.0,%
job,max-cap violation count,0,
yosys,synthesis area per yosys,6666,µm²
final_timing,post-layout period usage,118.9,%
layout,Post-Layout Cell Count,1931,
placed_design,DP HPWL,26280,µm
route,routed vias/inst,2.714,
clocking,post-CTS repair timing setup buffer count,0,
route,DR vias,5241,
min_path,hold depth,1,
layout,Layout fillers,7071,
final_timing,final hold viol count,0,
global_routing,global-route usage over all layers,7.800,%
global_routing,vias in the first global route,5904,
job,tool warnings,27,
layout,Register Area,6755,µm²
final_timing,worst-margin pin slew,0.2017,ns
layout,logic area,0,µm²
yosys,Mapped Avg Cell Area,20.02,µm²
clocking,Clock Sink Count,333,
setup_path,crit path cell chain,buf_6,
pwr,VDD IR max,1.225,mV
yosys,yosys warns,1,
setup_path,CP Max Fanout,1,
final_timing,final slew viol count,0,
setup_path,critical path class,flop to output pin,
pwr,Static Leakage,0.006045,µW
setup_path,Critical-path top delay cell,dfxtp_2,
route,drt wl/cell,16.48,µm
clocking,clock-pin slew on the worst setup and hold paths,0.06,ns
placed_design,Port Buffers,666,
global_routing,first-pass GRT wire length,43900,µm
clocking,hold_buf cts,0,
route,final antenna-violating net count,0,
min_path,hold worst-path end,m_valC[57]$_DFF_P_,
layout,share of layout cells above drive strength 1,43.43,%
final_timing,Achievable Freq,840.8,MHz
setup_path,Worst setup SP type,flop,
clocking,cts bufs inserted,38,
setup_path,CP startpoint,m_valA[46]$_DFF_P_,
route,DRT iter0 DRCs,117,
yosys,synthesized instance count,333,
pwr,Power Density,2077,nW/µm²
placed_design,placed cells,1864,
setup_path,"Req. time, crit path",0.80,ns
die,core area,66100,µm²
min_path,Hold Path Class,input port to flop,
route,Pre-Repair DR Iteration Count,4,
clocking,post-CTS sizing,1157,
setup_path,Buf/Inv on CP,1,
clocking,CTS tree,yes,
clocking,root buffer cell,clkbuf_16,
route,number of remaining DRC errors,0,
setup_path,Crit path max-delay family,flip-flops,
yosys,Cell Type Count,1,
die,Die Wd,279,µm
final_timing,Worst slew margin,86.51,%
die,chip area,77840,µm²
setup_path,Critical Path Sink Type,output pin,
layout,MI comb cells,0,
die,FP Util,10.09,%
yosys,Mapped Area,6666,µm²
clocking,H-Tree Depth,2,
yosys,Top cell area share,100.0,%
setup_path,peak per-stage delay on the critical path,0.34,ns
clocking,maximum buffer depth of the clock tree,3,
layout,P&R area growth vs syn,111.8,%
final_timing,fin worst setup slack,-0.1894,ns
die,row cnt,94,
yosys,Yosys top cell by area,dfxtp_1,
placed_design,Final Wtd Congestion,0.9095,
die,I/O pins,667,
die,die height,279,µm
yosys,Top cells by area,dfxtp_1,
-- registers in the layout (all words and copies together), names as in the netlist --
register,count
m_valB,64
m_rB,4
m_icode,4
m_valE,64
m_valC,64
m_valP,64
m_rA,4
m_valA,64
m_cnd,1
-- worst max path at each step --
stage | endpoint | cells past startpoint
5_1_grt | m_valA[46] | 1
4_1_cts | m_valA[46] | 1
6_report | m_valA[46] | 1
-- metal layers --
layer  part of all wire (%)  track usage, %
met5                   0.14               0
met4                    2.9           1.993
met3                     13           4.596
met2                     52           13.95
met1                     32           7.492
-- synth_stat cells (all sizes together) --
master	count
dfxtp	333
-- stage by stage --
step | hold slack, ns | utilization, % | TNS (ns) | total power, µW | instance area [µm²]
6_report | 0.09652 | 21.36 | -44.63 | 29330 | 14120
3_3_place_gp | 0.6492 | 21.81 | -0.5289 | 17200 | 14420
4_1_cts | 0.04249 | 21.25 | -64.37 | 29950 | 14050
5_1_grt | 0.05868 | 21.36 | -64.47 | 30580 | 14120
3_5_place_dp | 0.6517 | 21.81 | -0.5185 | 17200 | 14420
2_1_floorplan | 0.2277 | - | 0 | 14250 | 6666
-- cell families (layout without fill, tap and decap cells) --
kind of cell,after synthesis,after routing,synth area share [%]
flip-flops,333,333,100.0
buffers and inverters,0,733,0
other,0,1,0
-- cell type report --
| class | count | share of cell area (%) |
|---|---|---|
| flip-flops and latches | 333 | 47.84 |
| repair buffers | 667 | 36.04 |
| clock buffers | 55 | 7.904 |
| well taps | 864 | 7.656 |
| clock inverters | 11 | 0.5405 |
| diodes | 1 | 0.01772 |
-- cell usage in the layout (no fill, tap or decap), drive strengths merged --
cell type      instances
inv                    4
clkinvlp               1
clkinv                 6
diode                  1
dfxtp                333
clkbuf                55
buf                  334
clkdlybuf4s50        333
-- power by group --
part | internal (µW) | leakage, µW | total [µW] | switching [µW]
logic | 1600 | 0.00265 | 2050 | 457
registers | 14000 | 0.00281 | 14200 | 162
clock network | 7770 | 0.000590 | 13100 | 5330
No activity file was given, so power comes from the tool's default toggle rates.
