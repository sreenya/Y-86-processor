**flow/run.sh**
```bash
#!/bin/bash
# OpenROAD 26Q1-2900-gdf79404cd8, Yosys 0.63+post, stock flow scripts
make -C /OpenROAD-flow-scripts/flow DESIGN_CONFIG=/design/flow/config.mk WORK_HOME=/design/flow/orfs finish
```
**flow/constraint.sdc**
```tcl
current_design writebackReg

set clk_period 1.0
set clk_io_pct 0.2

create_clock -name clk0 -period $clk_period [get_ports {clk}]

set non_clock_inputs [all_inputs -no_clocks]
set_input_delay [expr $clk_period * $clk_io_pct] -clock clk0 $non_clock_inputs
set_output_delay [expr $clk_period * $clk_io_pct] -clock clk0 [all_outputs]
```
**flow/config.mk**
```make
export PLATFORM = sky130hd
export DESIGN_NAME = writebackReg
export DESIGN_NICKNAME = writebackReg
export VERILOG_FILES = /design/flow/design.v
export SDC_FILE = /design/flow/constraint.sdc
export NUM_CORES = 4
export LEC_CHECK = 1
export CORE_AREA = 10 10 309 309
export DIE_AREA = 0 0 319 319
```
**flow/design.v**
```verilog
module writebackReg(clk,m_icode,m_rA,m_rB,m_valC,m_valP,m_valA,m_valB,m_cnd,m_valE,m_valM,w_icode,w_rA,w_rB,w_valC,w_valP,w_valA,w_valB,w_cnd,w_valE,w_valM);
input clk;
input [3:0] m_icode,m_rA,m_rB;
input [63:0] m_valC,m_valP,m_valA,m_valB,m_valE,m_valM;
input m_cnd;
output reg [3:0] w_icode,w_rA,w_rB;
output reg [63:0] w_valC,w_valP,w_valA,w_valB,w_valE,w_valM;
output reg w_cnd;
always @(posedge clk ) begin
    w_icode <= m_icode;
    w_rA <= m_rA;
    w_rB <= m_rB;
    w_valC <= m_valC;
    w_valP <= m_valP;
    w_valA <= m_valA;
    w_valB <= m_valB;
    w_valE <= m_valE;
    w_valM <= m_valM;
    w_cnd <= m_cnd;
end
endmodule
```
==> impl_metrics.py <==
# Generated from Yosys and OpenROAD reports
metrics = {
    "final_timing": {
        "relSlewSlack": 0.895,
        "fin_crit_sh": 1.25,
        "slew_violations": 0,
        "hold_violations": 0,
        "setup_ws_ns": -0.247,
        "setup_viol": 397,
        "hold_ws_ns": 0.0582,
        "fmax_mhz": 802,
        "fin_crit_ns": 1.25,
        "rsz0062_at_grt": "yes",
        "tightest_slew_ns": 0.157,
    },
    "setup_path": {
        "cp_slowest_cell": "dfxtp_2",
        "cp_cell_sequence": "buf_2",
        "cp_slowest_stage_delay_ns": 0.35,
        "crit_family": "flip-flops",
        "endpoint_kind": "primary output",
        "required_ns": 0.80,
        "worst_setup_path_start_kind": "register",
        "crit_type": "reg2out",
        "path_buffers": 1,
        "worstPathMaxFanout": 1,
        "arrival_ns": 1.05,
    },
    "grt": {
        "grt_pass1_wl_um": 52500,
        "grt-ovfl-total": 0,
        "track_usage": 0.0682,
        "grt_pass1_vias": 7634,
        "antenna_found_initial": 5,
        "grt_max_degree": 14,
    },
    "cells_and_area": {
        "lay_top_count": "clkdlybuf4s50_1",
        "design_area_um2": 18400,
        "area_delta_synth_final_pct": 132,
        "mi_logic_area_um2": 0,
        "fin_cells": 2586,
        "comb_cells": 0,
        "final_util": 0.208,
        "layout_top_cells": "clkdlybuf4s50_1, buf_2, dfxtp_1, dlygate4sd3_1, dfxtp_2",
        "layout-drive-gt1-share": 0.374,
    },
    "clocking": {
        "cts.sinks": 397,
        "clockBufferDepth": 3,
        "cts_tree": "done",
        "numCtsBuffers": 41,
        "htreeDepth": 2,
        "root_buffer": "clkbuf_16",
        "clk_pin_slew_ns": 0.06,
    },
    "power_and_ir_drop": {
        "power.density_nw_per_um2": 1870,
        "sequentialPowerShare": 0.489,
        "p_sw_mw": 6.89,
        "intPower_mw": 27.6,
        "leakage_nw": 7.80,
        "power_frac_comb": 0.083,
        "ir_worst_vdd_uv": 1460,
        "sw_frac_of_total": 0.200,
        "power_frac_clock": 0.428,
    },
    "drt": {
        "wl_um": 36100,
        "drt-initial-drc-count": 156,
        "vias": 6698,
        "viasPerCell": 2.59,
        "drc": 0,
        "detail-route-antenna-nets": 0,
        "firstDrtPassIters": 4,
        "wl_per_cell_um": 13.9,
    },
    "placed_design": {
        "io_buffers": 794,
        "place_ws_ns": -0.0693,
        "dp_cells": 2356,
        "dp.final_hpwl_um": 27600,
        "place_area_um2": 17400,
        "routabilityCongestion": 0.799,
    },
    "worst_hold_path": {
        "hold_start": "m_valC[59]",
        "hold-path-cell-count": 1,
        "hold_path.class": "in2reg",
        "hold_end": "w_valC[59]$_DFF_P_",
    },
    "floorplanning": {
        "die_x_um": 319,
        "chipHeight_um": 319,
        "core_um2": 88500,
        "dieArea_um2": 102000,
        "ios": 795,
        "fp_util": 0.0898,
        "num_rows": 109,
    },
    "synth": {
        "ys_area_um2": 7950,
        "synthDistinctLibCells": 1,
        "syn-cell-area_um2": 7950,
        "synthCells": 397,
        "ys_seq_frac": 1.00,
        "yosysWarnings": 1,
        "avgSynthCellArea_um2": 20.0,
        "ys_cells": 397,
        "ys.flops": 397,
    },
    "run_status": {
        "violations": "setup timing",
        "outcome": "complete, but fails checks",
    },
    "run": {
        "warnings": 27,
        "maxCapViolCount": 0,
    },
}
-- per-layer routing --
metal,global-route usage,share of wire
met1,0.0680,0.33
met2,0.121,0.51
met3,0.0376,0.13
met4,0.0193,0.031
met5,0,0.00089
-- power by group through the flow --
| stage | combinational [mW] | clock [mW] | sequential [mW] |
|---|---|---|---|
| 6_report | 2.86 | 14.8 | 16.9 |
| 5_1_grt | 3.08 | 16.1 | 17.0 |
| 4_1_cts | 2.90 | 15.5 | 16.9 |
-- stage by stage --
step | TNS [ns] | power (mW)
after CTS | -99.97 | 35.2
after global placement | -0.360 | 20.3
final | -69.23 | 34.5
after detailed placement | -0.257 | 20.4
after global routing | -98.73 | 36.1
after floorplan | 0 | 17.0
-- worst max path at each step --
stage,from,to,slack (ns),cells after the start
after global routing,w_valM[43]$_DFF_P_,w_valM[43],-0.32,1
after CTS,w_valM[43]$_DFF_P_,w_valM[43],-0.32,1
final,w_valM[43]$_DFF_P_,w_valM[43],-0.25,1
-- cells by family (layout without fill, tap and decap cells) --
group | Yosys count | after routing | share of synthesized area
other | 0 | 3 | 0
flip-flops | 397 | 397 | 1.00
buffers and inverters | 0 | 1021 | 0
-- synthesized netlist by cell type --
library cell,n,area (µm²)
dfxtp_1,397,7950
-- repair_timing --
| action | CTS | global route |
|---|---|---|
| endpoints found under the setup margin | 397 | 397 |
| resized | 1327 | 50 |
| hold buffers | 158 | 0 |
| buffers inserted | 0 | 0 |
| hold endpoints to repair | 158 | 0 |
-- state kept, by name, indices dropped and copies added (netlist names) --
register	flops
w_valC	64
w_valM	64
w_valB	64
w_rA	4
w_valP	64
w_valA	64
w_rB	4
w_icode	4
w_cnd	1
w_valE	64
-- final cells by class --
cell class,instances,area [µm²]
Antenna cell,3,7.51
Fill cell,9451,70100
Clock buffer,63,1260
Tap cell,1165,1460
Sequential cell,397,8040
Timing Repair Buffer,952,7600
Clock inverter,6,56.3
Power and IR drop assume default switching activity.
